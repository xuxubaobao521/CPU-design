==> flow/design.v <==
module PC_instr(
	input wire [64 - 1 : 0] F_PC_i,
	output wire					mini_jmp_sel_o,
	output wire [64 - 1:0]	mini_jmp_o,
	output wire [32 - 1 : 0] instr_o
);
	wire[12 - 1:0] mini_epcode;
	wire[64 - 1:0] mini_imme;
	reg[7:0] instr_mem[1023:0];
	initial begin
		{instr_mem[3], instr_mem[2],instr_mem[1],instr_mem[0]} = 64'h00500113;
		{instr_mem[7], instr_mem[6],instr_mem[5],instr_mem[4]} = 64'h00C00193;
		{instr_mem[11], instr_mem[10],instr_mem[9],instr_mem[8]} = 64'hFF718393;
		{instr_mem[15], instr_mem[14],instr_mem[13],instr_mem[12]} = 64'h0023E233;
		{instr_mem[19], instr_mem[18],instr_mem[17],instr_mem[16]} = 64'h0041F2B3;
		{instr_mem[23], instr_mem[22],instr_mem[21],instr_mem[20]} = 64'h004282B3;
		{instr_mem[27], instr_mem[26],instr_mem[25],instr_mem[24]} = 64'h02728863;
		{instr_mem[31], instr_mem[30],instr_mem[29],instr_mem[28]} = 64'h0041A233;
		{instr_mem[35], instr_mem[34],instr_mem[33],instr_mem[32]} = 64'h00020463;
		{instr_mem[39], instr_mem[38],instr_mem[37],instr_mem[36]} = 64'h00000293;
		{instr_mem[43], instr_mem[42],instr_mem[41],instr_mem[40]} = 64'h0023A233;
		{instr_mem[47], instr_mem[46],instr_mem[45],instr_mem[44]} = 64'h005203B3;
		{instr_mem[51], instr_mem[50],instr_mem[49],instr_mem[48]} = 64'h402383B3;
		{instr_mem[55], instr_mem[54],instr_mem[53],instr_mem[52]} = 64'h0471AA23;
		{instr_mem[59], instr_mem[58],instr_mem[57],instr_mem[56]} = 64'h06002103;
		{instr_mem[63], instr_mem[62],instr_mem[61],instr_mem[60]} = 64'h005104B3;
		{instr_mem[67], instr_mem[66],instr_mem[65],instr_mem[64]} = 64'h008001EF;
		{instr_mem[71], instr_mem[70],instr_mem[69],instr_mem[68]} = 64'h00100113;
		{instr_mem[75], instr_mem[74],instr_mem[73],instr_mem[72]} = 64'h00910133;
		{instr_mem[79], instr_mem[78],instr_mem[77],instr_mem[76]} = 64'h0221A023;
		{instr_mem[83], instr_mem[82],instr_mem[81],instr_mem[80]} = 64'h00210063;
	end
	assign instr_o = {instr_mem[F_PC_i + 3], instr_mem[F_PC_i + 2], instr_mem[F_PC_i + 1], instr_mem[F_PC_i]};
	id mini_decode(
		.FD_instr_i(instr_o),
		.D_epcode_o(mini_epcode),
		.D_branch_op_o(),
		.D_store_op_o(),
		.D_load_op_o(),
		.D_csr_op_o(),
		.D_ALU_op_o(),
		.D_need_dstE_o(),
		.D_sel_reg_o(),
		.D_rs1_o(),
		.D_rs2_o(),
		.D_imme_o(mini_imme),
		.D_dstE_o(),
		.D_csr_addr_o()
	);
	wire op_branch = mini_epcode[0];
	wire op_jal = mini_epcode[1];
	assign mini_jmp_sel_o = op_branch | op_jal;
	assign mini_jmp_o = mini_imme + F_PC_i;
endmodule
module id(
	input wire [32 - 1:0]   FD_instr_i,
	output wire						  D_sel_reg_o,
	output wire [4:0]                 D_rs1_o,
	output wire [4:0]                 D_rs2_o,
	output wire [11:0]				  D_csr_addr_o,
	output wire                       D_need_dstE_o,
	output wire [4:0]                 D_dstE_o,
	output wire [12 - 1:0]     D_epcode_o,
	output wire [6 - 1:0] D_branch_op_o,
	output wire [4 - 1:0]  D_store_op_o,
	output wire [7 - 1:0]	  D_load_op_o,
	output wire [6 - 1:0]	  D_csr_op_o,
	output wire [64 - 1:0]         D_imme_o,
	output wire [10 - 1:0]    D_ALU_op_o
);
	wire [6:0] opcode = FD_instr_i[6:0];
	wire [4:0] rd = FD_instr_i[11:7];
	wire [2:0] fun3 = FD_instr_i[14:12];
	wire [4:0] rs1 = FD_instr_i[19:15];
	wire [4:0] rs2 = FD_instr_i[24:20];
	wire [6:0] fun7 = FD_instr_i[31:25];
	assign D_rs1_o = rs1;
	assign D_rs2_o = rs2;
	assign D_dstE_o = rd;
	wire op_branch = (opcode == 7'b1100011);
	wire op_jal = (opcode == 7'b1101111);
	wire op_jalr = (opcode == 7'b1100111);
	wire op_store = (opcode == 7'b0100011);
	wire op_load = (opcode == 7'b0000011);
	wire op_alur = (opcode == 7'b0110011);
	wire op_alurw = (opcode == 7'b0111011);
	wire op_alui = (opcode == 7'b0010011);
	wire op_aluiw = (opcode == 7'b0011011);
	wire op_lui = (opcode == 7'b0110111);
	wire op_auipc = (opcode == 7'b0010111);
	wire op_system = (opcode == 7'b1110011);
	assign D_epcode_o = {
						op_system,
						op_auipc,  
						op_lui,	 
						op_aluiw,
						op_alui,
						op_alurw,
						op_alur,
						op_load,
						op_store,
						op_jalr,
						op_jal,
						op_branch
					};
	wire rv_addi = (op_alui) & (fun3 == 3'b000);
	wire rv_slti = (op_alui) & (fun3 == 3'b010);
	wire rv_sltiu = (op_alui) & (fun3 == 3'b011);
	wire rv_xori = (op_alui) & (fun3 == 3'b100);
	wire rv_ori = (op_alui) & (fun3 == 3'b110);
	wire rv_andi = (op_alui) & (fun3 == 3'b111);
	wire rv_slli = (op_alui) & (fun3 == 3'b001) & (fun7 == 7'b0000000);
	wire rv_srli = (op_alui) & (fun3 == 3'b101) & (fun7 == 7'b0000000);
	wire rv_srai = (op_alui) & (fun3 == 3'b101) & (fun7 == 7'b0100000);
	wire rv_addiw = (op_aluiw) & (fun3 == 3'b000);
	wire rv_slliw = (op_aluiw) & (fun3 == 3'b001) & (fun7 == 7'b0000000);
	wire rv_srliw = (op_aluiw) & (fun3 == 3'b101) & (fun7 == 7'b0000000);
	wire rv_sraiw = (op_aluiw) & (fun3 == 3'b101) & (fun7 == 7'b0100000);
	wire rv_add = (op_alur) & (fun3 == 3'b000) & (fun7 == 7'b0000000);
	wire rv_sub = (op_alur) & (fun3 == 3'b000) & (fun7 == 7'b0100000);
	wire rv_slt = (op_alur) & (fun3 == 3'b010);
	wire rv_sltu = (op_alur) & (fun3 == 3'b011);
	wire rv_xor = (op_alur) & (fun3 == 3'b100);
	wire rv_sll = (op_alur) & (fun3 == 3'b001);
	wire rv_srl = (op_alur) & (fun3 == 3'b101) & (fun7 == 7'b0000000);
	wire rv_sra = (op_alur) & (fun3 == 3'b101) & (fun7 == 7'b0100000);
	wire rv_or = (op_alur) & (fun3 == 3'b110);
	wire rv_and = (op_alur) & (fun3 == 3'b111);
	wire rv_addw = (op_alurw) & (fun3 == 3'b000) & (fun7 == 7'b0000000);
	wire rv_subw = (op_alurw) & (fun3 == 3'b000) & (fun7 == 7'b0100000);
	wire rv_sllw = (op_alur) & (fun3 == 3'b001);
	wire rv_srlw = (op_alur) & (fun3 == 3'b101) & (fun7 == 7'b0000000);
	wire rv_sraw = (op_alur) & (fun3 == 3'b101) & (fun7 == 7'b0100000);
	wire ALU_add = rv_addi | rv_add | rv_addw | rv_addiw;
	wire ALU_sub = rv_sub | rv_subw;
	wire ALU_slt = rv_slt | rv_slti;
	wire ALU_sltu = rv_sltu | rv_sltiu;
	wire ALU_xor = rv_xor | rv_xori;
	wire ALU_or = rv_or | rv_ori;
	wire ALU_and = rv_and | rv_andi;
	wire ALU_sll = rv_sll | rv_slli | rv_slliw | rv_sllw;
	wire ALU_sra = rv_sra | rv_srai | rv_sraiw | rv_sraw;
	wire ALU_srl = rv_srl | rv_srli | rv_srliw | rv_srlw;
	assign D_ALU_op_o = {
						ALU_and,
						ALU_or,
						ALU_sra,
						ALU_srl,
						ALU_xor,
						ALU_sltu,
						ALU_slt,
						ALU_sll,
						ALU_sub,
						ALU_add
				};
	wire ne = (op_branch) & (fun3 == 3'b001);
	wire eq = (op_branch) & (fun3 == 3'b000);
	wire lt = (op_branch) & (fun3 == 3'b100);
	wire ge = (op_branch) & (fun3 == 3'b101);
	wire ltu = (op_branch) & (fun3 == 3'b110);
	wire geu = (op_branch) & (fun3 == 3'b111);
	assign D_branch_op_o = {
						geu,
						ltu,
						ge,
						lt,
						ne,
						eq
	};
	assign D_need_dstE_o = (op_jal) | (op_jalr) | (op_load) | (op_alur) | (op_alurw) | (op_alui) | (op_aluiw) | (op_lui) | (op_auipc) | (op_system);
	wire [64 - 1 : 0] I_imme = {{53{FD_instr_i[31]}}, FD_instr_i[30:20]};
	wire [64 - 1 : 0] S_imme = {{53{FD_instr_i[31]}}, FD_instr_i[30:25], FD_instr_i[11:8], FD_instr_i[7]};
	wire [64 - 1 : 0] B_imme = {{52{FD_instr_i[31]}}, FD_instr_i[7], FD_instr_i[30:25], FD_instr_i[11:8], 1'b0};
	wire [64 - 1 : 0] U_imme = {{32{FD_instr_i[31]}}, FD_instr_i[31:12], 12'b0};
	wire [64 - 1 : 0] J_imme = {{44{FD_instr_i[31]}}, FD_instr_i[19:12], FD_instr_i[20], FD_instr_i[30:21], 1'b0};
	wire [64 - 1 : 0] csr_imme = {{59{1'b0}}, FD_instr_i[19:15]};
	wire I_type = op_load | op_aluiw | op_alui | op_jalr;
	wire S_type = op_store;
	wire J_type = op_jal;
	wire U_type = op_auipc | op_lui;
	wire B_type = op_branch;
	wire csr_type = op_system;
	assign D_imme_o = 	({64{I_type}} & I_imme) |
						({64{S_type}} & S_imme) |
						({64{B_type}} & B_imme) |
						({64{U_type}} & U_imme) |
						({64{csr_type}} & csr_imme) |
						({64{J_type}} & J_imme);
	wire sb = op_store & (fun3 == 3'b000);
	wire sh = op_store & (fun3 == 3'b001);
	wire sw = op_store & (fun3 == 3'b010);
	wire sd = op_store & (fun3 == 3'b011);
	assign D_store_op_o = 	{
								sd,
								sw,
								sh,
								sb
						};
	wire lb = op_load & (fun3 == 3'b000);
	wire lh = op_load & (fun3 == 3'b001);
	wire lw = op_load & (fun3 == 3'b010);
	wire ld = op_load & (fun3 == 3'b011);
	wire lbu = op_load & (fun3 == 3'b100);
	wire lhu = op_load & (fun3 == 3'b101);
	wire lwu = op_load & (fun3 == 3'b110);
	assign D_load_op_o = {
							lwu,
							lhu,
							lbu,
							ld,
							lw,
							lh,
							lb
						};
	assign D_sel_reg_o = ~op_load;
	wire rw = (op_system) & (fun3 == 3'b001);
	wire rs = (op_system) & (fun3 == 3'b010);
	wire rc = (op_system) & (fun3 == 3'b011);
	wire wi = (op_system) & (fun3 == 3'b101);
	wire si = (op_system) & (fun3 == 3'b110);
	wire ci = (op_system) & (fun3 == 3'b111);
	assign D_csr_op_o = {
							ci,
							si,
							wi,
							rc,
							rs,
							rw
	};
	assign D_csr_addr_o = FD_instr_i[31:20];
endmodule
==> flow/run.sh <==
#!/bin/bash
# OpenROAD 26Q1-2900-gdf79404cd8, Yosys 0.63+post, stock flow scripts
make -C /OpenROAD-flow-scripts/flow DESIGN_CONFIG=/design/flow/config.mk WORK_HOME=/design/flow/orfs finish
==> flow/config.mk <==
export PLATFORM = sky130hd
export DESIGN_NAME = PC_instr
export DESIGN_NICKNAME = PC_instr
export VERILOG_FILES = /design/flow/design.v
export SDC_FILE = /design/flow/constraint.sdc
export NUM_CORES = 4
export LEC_CHECK = 1
export CORE_UTILIZATION = 50
export SYNTH_MEMORY_MAX_BITS = 65536
==> flow/constraint.sdc <==
current_design PC_instr

set clk_period 27.6
set clk_io_pct 0.2

create_clock -name clk0 -period $clk_period

set non_clock_inputs [all_inputs -no_clocks]
set_input_delay [expr $clk_period * $clk_io_pct] -clock clk0 $non_clock_inputs
set_output_delay [expr $clk_period * $clk_io_pct] -clock clk0 [all_outputs]
==> GITHUB_STEP_SUMMARY <==
## Synthesis and layout report

| Metric | Value |
|---|---|
| Dpl hpwl | `23300 um` |
| Minimum clock period | `19.33 ns` |
| Max Fclk | `0.0517 GHz` |
| Worst Hold End | `mini_jmp_o[63]` |
| Detailed-route DRC error count | `0` |
| Pin count of the biggest net entering global routing | `65` |
| CLK BUF | `0` |
| Core Util, Final | `62.0%` |
| Synth area leaders | `ha_1 12%, a21oi_1 8.3%, o21ai_0 6.7%` |
| Chip area | `0.0169 mm2` |
| Synthesized cell area | `0.00820 mm2` |
| Final Power | `0.209 mW` |
| Synthesis area per yosys | `0.00820 mm2` |
| RD Place Congestion | `1.00` |
| Postcts setup bufs | `0` |
| Dpl ws | `8.67 ns` |
| Detailed-route wire length | `30700 um` |
| Library cells used by synthesis | `89` |
| DR iter-0 viols | `1092` |
| Post_cts resized | `0` |
| Vias in the first global route | `8902` |
| Hold-fix buffers, CTS | `0` |
| Setup ws final | `8.27 ns` |
| CP Launch Type | `input pin` |
| DRT antenna net count | `0` |
| WP data required | `22.08 ns` |
| Pwr dens | `21.2 mW/mm2` |
| DR pass1 iterations | `8` |
| Core area | `0.0159 mm2` |
| Synth warn | `1` |
| Flop count | `0` |
| IO Pins | `161` |
| Chip height | `130 um` |
| Worst vdd ir | `0.0114 mV` |
| Initial antenna violation count | `0` |
| Grt peak-use layer | `met1` |
| Fillers | `1504` |
| Tool warning count | `44` |
| Worst Hold Class | `in -> out` |
| Post-Syn Area per Cell | `6.40 um2` |
| Reg area | `0 um2` |
| Top cell area share | `11.9%` |
| Worst Tran Pin Value | `0.832 ns` |
| Yosys cell count | `1282` |
| Critical Path End Type | `primary output` |
| Post-layout period usage | `70.0%` |
| Hold_ws | `12.10 ns` |
| Gr usage total | `36.1%` |
| Critical path peak fanout | `44` |
| Hold path depth | `4` |
| Vias/cell | `6.50` |
| Site Rows | `46` |
| Yosys top cell by area | `ha_1` |
| Layout cells sized above 1 | `4.85%` |
| Status | `complete, no violations` |
| Leak | `4.05 nW` |
| Seq/Total Area, Yosys | `0%` |
| Final setup vio count | `0` |
| Met2 Use GR | `51.4%` |
| GR Overflow Total | `0` |
| Routed len/inst | `19.2 um` |
| Unrepaired setup endpoints after global routing | `no` |
| Chip Width | `130 um` |
| Worst Min Path Start | `F_PC_i[63]` |
| Met1 usage | `55.2%` |
| Worst rel slew slack | `43.8%` |
| Slew Viols, Final | `0` |
| Vias | `10400` |
| Cell count after synthesis | `1282` |
| Max Cap Violations | `0` |
| First-pass GRT wire length | `47800 um` |
| Final hold viol count | `0` |
| WP data arrival | `13.81 ns` |
| Crit path kind | `in -> out` |
| Number of port buffers | `161` |
| Met3 usage | `6.97%` |
| Area Overhead vs Synth | `20.6%` |
| Setup TNS | `0 ns` |
| FP Util | `51.4%` |
## worst max-delay path, stage by stage
cell and delay, ns:
clkdlybuf4s50_1 0.46, buf_4 0.44, inv_1 0.48, ha_1 0.52, buf_4 0.27, inv_1 0.34, mux2i_1 0.14, a211oi_1 0.46
nor2_1 0.10, a211o_1 0.32, or3_1 0.38, nand2_1 0.22, nor2_1 0.18, nor2_1 0.18, ha_1 0.25, nand2_1 0.08
o41ai_1 0.78, a31oi_1 0.41, o21ai_0 0.39, a41oi_1 0.25, o41ai_1 0.72, a31oi_1 0.21, xnor2_1 0.18, clkdlybuf4s50_1 0.48
## worst max-delay path by stage
stage,to,cells past startpoint,slack [ns],startpoint
after CTS,mini_jmp_o[57],24,8.64,F_PC_i[1]
after global routing,mini_jmp_o[57],24,7.93,F_PC_i[1]
final,mini_jmp_o[57],24,8.27,F_PC_i[0]
## final cells by class
class / instances / area, um2 / share of cell area (%)
diodes: 3 / 7.51 / 0.0759
multi-input cells: 1133 / 7550 / 76.3
well taps: 216 / 270 / 2.73
inverters: 50 / 188 / 1.90
repair buffers: 198 / 1880 / 19.0
## kinds of logic after synthesis
family,Yosys count,synth area share (%)
multiplexers,16,2.58
AND-OR/OR-AND,527,42.9
buffers and inverters,149,7.96
adder cells (fa/ha/maj),79,12.1
AND/OR/NAND/NOR,427,25.1
XOR/XNOR,84,9.34
## synth_stat cells (all sizes together), types with 5 or more instances
master and number:
a2111oi 8, a211oi 17, a21boi 8, a21o 43, a21oi 137, a221o 6, a221oi 11, a22oi 7
a311oi 10, a31oi 22, and2 15, and3 12, buf 35, clkbuf 64, ha 78, inv 47
mux2i 11, nand2 114, nand2b 15, nand3 42, nand3b 5, nand4 25, nor2 112, nor2b 21
nor3 32, nor4 6, o211ai 29, o21a 17, o21ai 113, o21bai 10, o221ai 9, o22a 5
o22ai 8, o311ai 7, o31ai 7, o41ai 7, or2 8, or3 7, xnor2 61, xor2 23
## metal layers
metal | wire (um) | up-vias
met3 | 3750 | 71
met4 | 1030 | 0
met2 | 12200 | 616
met1 | 13700 | 4666
li1 | - | 5041
met5 | 0 | -
## power by group
part           switching (mW)  internal (mW)
registers                   0              0
logic                   0.113         0.0959
clock network               0   0.0000000145
## stage by stage
step	std cells	instance area, um2
5_1_grt	1597	9880
2_1_floorplan	1282	8200
3_3_place_gp	1597	9880
6_report	1600	9890
3_5_place_dp	1597	9880
4_1_cts	1597	9880
## cell usage in the layout, fill, tap and decap left out, types with 10 or more instances in the layout
master / instances
nand4_1: 25
and3_1: 12
buf_4: 37
a211oi_1: 17
mux2i_1: 11
xnor2_1: 58
inv_1: 44
nor3_1: 32
nor2_1: 111
nand2b_1: 15
clkdlybuf4s50_1: 159
xor2_1: 22
a21o_1: 43
a31oi_1: 22
and2_1: 14
o21bai_1: 10
nand3_1: 42
ha_1: 78
o21ai_0: 109
a21oi_1: 136
o21a_1: 17
o211ai_1: 29
a221oi_1: 10
nand2_1: 114
nor2b_1: 21
Power figures rest on the tool's default switching activity, not on a simulated workload.
