### design/flow/config.mk
export PLATFORM = sky130hd
export DESIGN_NAME = execute
export DESIGN_NICKNAME = execute
export VERILOG_FILES = /design/flow/design.v
export SDC_FILE = /design/flow/constraint.sdc
export NUM_CORES = 4
export LEC_CHECK = 1
export CORE_AREA = 10 10 340 340
export DIE_AREA = 0 0 350 350
### design/flow/constraint.sdc
current_design execute

set clk_period 44.5
set clk_io_pct 0.2

create_clock -name clk0 -period $clk_period

set non_clock_inputs [all_inputs -no_clocks]
set_input_delay [expr $clk_period * $clk_io_pct] -clock clk0 $non_clock_inputs
set_output_delay [expr $clk_period * $clk_io_pct] -clock clk0 [all_outputs]
### design/flow/design.v
module execute(
	input wire [64 - 1:0] 		 D_rs1_data_i,
	input wire [64 - 1:0] 		 D_rs2_data_i,
	input wire [12 - 1:0]     F_epcode_i,
	input wire [6 - 1:0] F_branch_op_i,
	input wire [64 - 1:0]         F_imme_i,
	input wire [10 - 1:0]    F_ALU_op_i,
	input wire [64 - 1:0]     F_PC_i,
	input wire [6 - 1:0]	 F_csr_op_i,
	input wire [64 - 1:0]		 D_csr_data_i,
	output wire [64 - 1:0]		 E_valE_o,
	output wire [64 - 1:0]		 E_jmp_o,
	output wire E_jmp_sel_o,
	output wire [64 - 1:0]		 E_csr_data_o
);
	wire op_branch = F_epcode_i[0];
	wire op_jal = F_epcode_i[1];
	wire op_jalr = F_epcode_i[2];
	wire op_store = F_epcode_i[3];
	wire op_load = F_epcode_i[4];
	wire op_alur = F_epcode_i[5];
	wire op_alurw = F_epcode_i[6];
	wire op_alui = F_epcode_i[7];
	wire op_aluiw = F_epcode_i[8];
	wire op_lui = F_epcode_i[9];
	wire op_auipc = F_epcode_i[10];
	wire op_system = F_epcode_i[11];
	wire alu_add = F_ALU_op_i[0];
	wire alu_sub = F_ALU_op_i[1];
	wire alu_sll = F_ALU_op_i[2];
	wire alu_slt = F_ALU_op_i[3];
	wire alu_sltu = F_ALU_op_i[4];
	wire alu_xor = F_ALU_op_i[5];
	wire alu_srl = F_ALU_op_i[6];
	wire alu_sra = F_ALU_op_i[7];
	wire alu_or = F_ALU_op_i[8];
	wire alu_and = F_ALU_op_i[9];
	wire branch_eq = F_branch_op_i[0];
	wire branch_ne = F_branch_op_i[1];
	wire branch_lt = F_branch_op_i[2];
	wire branch_ge = F_branch_op_i[3];
	wire branch_ltu = F_branch_op_i[4];
	wire branch_geu = F_branch_op_i[5];
	wire csr_rw = F_csr_op_i[0];
	wire csr_rs = F_csr_op_i[1];
	wire csr_rc = F_csr_op_i[2];
	wire csr_wi = F_csr_op_i[3];
	wire csr_si = F_csr_op_i[4];
	wire csr_ci = F_csr_op_i[5];
	wire [64 - 1:0] OP1 =  	(op_jal | op_jalr | op_auipc) ? F_PC_i :
								(csr_wi | csr_si | csr_ci) ? F_imme_i :
								(op_lui) ? 0 : D_rs1_data_i;
	wire [64 - 1:0] OP2 = 	(op_jal | op_jalr) ? 4 :
								(op_system) ? D_csr_data_i : 
								(op_store | op_load | op_lui | op_alui | op_aluiw | op_auipc) ? F_imme_i : D_rs2_data_i;
	wire use_sub = alu_sub | alu_slt | alu_sltu | op_branch;
	wire sel_add = alu_add | op_lui | op_auipc | op_store | op_load | op_jal | op_jalr;
	wire sel_sub = alu_sub;
	wire sel_sll = alu_sll;
	wire sel_slt = alu_slt;
	wire sel_sltu = alu_sltu;
	wire sel_xor = alu_xor;
	wire sel_srl = alu_srl;
	wire sel_sra = alu_sra;
	wire sel_or = alu_or;
	wire sel_and = alu_and;
	wire sel_crs = op_system;
	wire [64 - 1:0] res_add_sub;
	wire [64 - 1:0] res_sll;
	wire [64 - 1:0] res_slt;
	wire [64 - 1:0] res_sltu;
	wire [64 - 1:0] res_xor;
	wire [64 - 1:0] res_srl;
	wire [64 - 1:0] res_sra;
	wire [64 - 1:0] res_or;
	wire [64 - 1:0] res_and;
	wire [64 - 1:0] res_OP1;
	wire [64 - 1:0] res_csr;
	wire cin = use_sub;
	wire cout;
	wire [64 - 1:0] adder_OP1 = OP1;
	wire [64 - 1:0] adder_OP2 = {64{use_sub}} ^ OP2;
	assign {cout, res_add_sub} = adder_OP1 + adder_OP2 + cin;
	wire lt, ltu;
	assign res_slt = {63'b0, lt};
	assign res_sltu = {63'b0, ltu};
	wire [4:0] shift_OP2 = (op_alurw | op_aluiw) ? {1'b0,OP2[3:0]} : OP2[4:0];
	assign res_sll =  OP1 << shift_OP2;
	assign res_srl = OP1 >> shift_OP2;
	assign res_sra = $signed(OP1) >>> shift_OP2;
	assign res_xor = OP1 ^ OP2;
	assign res_and = OP1 & OP2;
	assign res_or = OP1 | OP2;
	assign res_csr = OP2;
	wire [64 - 1:0] res = 
									({64{sel_slt}} & res_slt ) | 
									({64{sel_sltu}} & res_sltu ) |
									({64{sel_add | sel_sub}} & res_add_sub ) |
									({64{sel_sll}} & res_sll ) | 
									({64{sel_xor}} & res_xor ) |
									({64{sel_srl}} & res_srl ) | 
									({64{sel_sra}} & res_sra ) | 
									({64{sel_or}} & res_or ) | 
									({64{sel_and}} & res_and ) |
									({64{sel_crs}} &  res_csr);
	wire [64 - 1:0]resw = {{32{res[31]}}, res[31:0]};
	assign E_valE_o = (op_alurw | op_aluiw) ? resw : res;
	assign lt = (OP1[64 - 1] & ~OP2[64 - 1]) | ((~(OP2[64 - 1] ^ OP1[64 - 1])) & res_add_sub[64 - 1]);
	assign ltu = ~cout;
	wire ne = (|res_add_sub);
	wire ge = ~lt;
	wire geu = ~ltu;
	wire eq = ~ne;
	wire [64 - 1 : 0] PC_op1 = (op_jalr) ? D_rs1_data_i : F_PC_i;
	wire [64 - 1 : 0] PC_op2 = (op_branch) ? 4 : F_imme_i;
	assign E_jmp_o = PC_op1 + PC_op2;
	assign E_jmp_sel_o = 	(branch_eq & ~eq) |
							(branch_ne & ~ne) | 
							(branch_lt & ~lt) |
							(branch_ge & ~ge) | 
							(branch_ltu & ~ltu) |
							(branch_geu & ~geu) | op_jalr;
	wire [64 - 1:0] w = OP1;
	wire [64 - 1:0] s = OP1 | OP2;
	wire [64 - 1:0] c = (~OP1 & OP2);
	wire sel_w = csr_rw | csr_wi;
	wire sel_s = csr_rs | csr_si;
	wire sel_c = csr_rc | csr_ci;
	assign E_csr_data_o = 
									({64{sel_w}} & w ) | 
									({64{sel_s}} & s ) |
									({64{sel_c}} & c );
endmodule
### design/flow/run.sh
#!/bin/bash
# OpenROAD 26Q1-2900-gdf79404cd8, Yosys 0.63+post, stock flow scripts
make -C /OpenROAD-flow-scripts/flow DESIGN_CONFIG=/design/flow/config.mk WORK_HOME=/design/flow/orfs finish
==> run summary <==
Implementation results. The run finished with clean final reports. Synthesis produced a netlist whose cell count is around 4100. Summing all flip-flop and latch instances after layout gives 0 sq um. The transition time recorded at the tightest slew-check pin is between 1000 and 1500 ps. Post-route clock period utilization landed at 0.6045.

Per the finish-stage timing summary, setup violations number 0. Distinct cell type count after synthesis landed at 78. Note that the worst hold path type here is input port to primary output. For reference, the placement row count at floorplan is roughly 120. Per the detailed placement report, the placed cell area equals about 33000 sq um. The cell area that synthesis handed to floorplanning was roughly 26000 sq um. Count of hold buffers inserted by post-cts repair landed at 0. Critical path data arrival time landed at between 15000 and 20000 ps. Power per unit of standard cell area landed at 18.28 nW/um^2.

Share of cells above drive strength 1 landed at 0.06695. Clock buffers in the final layout number 0. Routed length per instance landed at 34.10 um. Detailed-route iteration 0 reported a violation count of roughly 3800. Detailed-router iteration count before antenna repair landed at 8. The total area inside the core boundary comes to about 110000 sq um. The final layout report lists a filler cell count of between 10000 and 15000. Accumulated negative setup slack landed at 0 ps.

The data required time reported for the critical path is between 30000 and 40000 ps. Relative to the synthesized area, the layout overhead comes to 27.28%. Counting the warning lines in the Yosys log gives 0. Final period demand of the worst path landed at 26900 ps. Fraction of the yosys area taken by sequential cells landed at 0. After layout, the worst setup slack is approximately 18000 ps. In the layout the commonest cells are nand2_1 (605), clkdlybuf4s50_1 (540), a21oi_1 (421).

Per the cell usage report, the commonest logic cell in the layout is nand2_1. From bottom edge to top edge, the die measures 350 um. Maximum operating frequency landed at between 30 and 40 MHz.

Number of placed I/O pins landed at around 550. Peak supply drop landed at roughly 6.8 uV. Chip footprint landed at between 100000 and 150000 sq um. The total overflow left after global routing is 0. All-layer global routing usage landed at 0.3177.

The worst setup path is of the input port to primary output kind. Final number of hold-violating endpoints landed at 0. RePlAce ended its routability-driven mode at a weighted congestion of 1.036. The worst setup path is captured at a primary output.

The placement report lists the number of port buffers as 546. Setup repair after global routing left no endpoint under its margin. According to the cell report, flip-flops and latches in the layout number 0. The report shows a maximum critical-path fanout of 41. The number of global-route vias before repair is around 33000. Post-detailed-route count of antenna-violating nets landed at 0. Once the clock tree was built, the setup fixing pass inserted 0 buffers. Cell area after layout landed at between 30000 and 40000 sq um. Prior to clock tree synthesis, the placed netlist has a worst setup slack of between 15000 and 20000 ps. Summed standard-cell area reported by yosys landed at around 26000 sq um.

Synthesized area per cell landed at 6.353 sq um. Max-cap violations in this run came to 0. Once the clock tree was built, the resizer swapped 0 gates to a different size. Dividing the detail-routed via count by the number of cells gives roughly 6. Yosys cell count landed at roughly 4000. Entering global routing, the biggest net connects between 100 and 150 pins. The worst setup path is launched from an input port.

TritonRoute reported its final design rule violation total as 0. Switching power as a share of total power landed at 0.6266. Detailed placement finished with a half-perimeter wire length of about 170000 um.

In this run the tools logged warnings totalling 173. The power report puts the net switching power at approximately 0.38 mW. Die span in x landed at approximately 350 um. Total wire length landed at between 200000 and 250000 um. Floorplan core density landed at 0.2405.

The leakage component of the power was reported as ~14 nW. Initial antenna violation count landed at 13. Final tally of max-slew violations landed at 0. Cell total after placement landed at between 5000 and 6000. The first global-routing pass estimated between 200000 and 300000 um of wire.

Routed via count landed at between 30000 and 40000. For this run, the number of standard cells in the final layout without fillers is roughly 6000. Internal power component landed at roughly 0.23 mW. Relative slew slack landed at 0.2518.
power groups by stage:
stage | Clock (mW) | Combinational, mW | Sequential, mW
CTS | 0 | 0.595 | 0
global route | 0.0000000212 | 0.636 | 0
final timing paths:
kind / endpoint / slack (ps) / start / cells after the start
max: E_jmp_sel_o / 17600 / F_epcode_i[8] / 24
min: E_jmp_sel_o / 18900 / F_branch_op_i[1] / 4
metrics by stage:
| step | hold WS (ps) | total power [mW] | utilization |
|---|---|---|---|
| 2_1_floorplan | 17860 | 0.2882 | - |
| 3_3_place_gp | 18910 | 0.5948 | 0.3058 |
| 3_5_place_dp | 18910 | 0.5902 | 0.3058 |
| 4_1_cts | 18910 | 0.5946 | 0.3058 |
| 5_1_grt | 18940 | 0.6358 | 0.3060 |
| 6_report | 18900 | 0.6074 | 0.3061 |
synthesized netlist by cell type (all sizes together) (6+ instances only):
master	count	share of area
or3	12	0.0029
nand2b	23	0.0055
a211oi	41	0.012
o211ai	80	0.023
a41oi	19	0.0064
inv	166	0.024
a22oi	35	0.010
a221o	18	0.0069
nand2	608	0.088
o2111ai	16	0.0054
o21ai	298	0.057
nor2b	120	0.029
clkbuf	244	0.035
mux2i	233	0.089
a31oi	49	0.012
nor3b	7	0.0020
o21a	19	0.0055
nor3	40	0.0087
buf	77	0.012
a31o	23	0.0077
ha	324	0.16
o311ai	6	0.0027
a21o	101	0.029
and3	19	0.0046
o221ai	75	0.025
o22ai	8	0.0019
and2	14	0.0034
a221oi	43	0.014
a21oi	422	0.081
o21bai	23	0.0066
a211o	13	0.0044
nor4	13	0.0031
xor2	39	0.013
nand3	118	0.023
o31ai	15	0.0043
nand4	38	0.0091
or2	12	0.0029
xnor2	134	0.045
nand3b	19	0.0055
mux2	95	0.041
a2111oi	10	0.0034
a21boi	20	0.0058
nor2	358	0.051
worst max-delay path, cell delays in order:
cell and delay (ps):
clkdlybuf4s50_1 910, nor3_4 30, buf_4 270, nand2_2 460, buf_4 560, mux2i_1 250
o21ai_0 140, nand2_4 340, clkinv_2 590, xnor2_1 300, ha_1 510, nand4_1 190
nor3_1 380, or4bb_1 520, mux2i_1 470, nor2_1 170, xnor2_1 190, o21bai_1 180
nor3b_1 550, nand4_1 300, nor4bb_1 460, nand4b_1 460, mux2i_1 270, clkdlybuf4s50_1 500
logic make-up after synthesis:
family | share of synthesized area
AND/OR/NAND/NOR | 0.2440
multiplexers | 0.1303
AND-OR/OR-AND | 0.3390
adder cells (fa/ha/maj) | 0.1568
XOR/XNOR | 0.05805
buffers and inverters | 0.07171
per-layer routing:
layer,GRT usage,vias to the layer above,share of wire
li1,-,15649,-
met1,0.4160,16686,0.41
met2,0.4988,1795,0.44
met3,0.05474,305,0.080
met4,0.1620,2,0.063
met5,0,-,0.000035
layout make-up:
cell class	count	area, sq um	share of cell area
Inverter	168	633.1	0.01906
Multi-Input combinational cell	3620	24340	0.7325
Timing Repair Buffer	678	6456	0.1943
Tap cell	1414	1769	0.05325
Antenna cell	12	30.03	0.0009038
No activity file was given, so power comes from the tool's default toggle rates.
